### ./run.sh
#!/bin/bash
# OpenROAD 26Q1-2900-gdf79404cd8, Yosys 0.63+post, stock flow scripts
make -C /OpenROAD-flow-scripts/flow DESIGN_CONFIG=/design/flow/config.mk WORK_HOME=/design/flow/orfs finish
### ./config.mk
export PLATFORM = sky130hd
export DESIGN_NAME = PISO11
export DESIGN_NICKNAME = PISO11
export VERILOG_FILES = /design/flow/design.v
export SDC_FILE = /design/flow/constraint.sdc
export NUM_CORES = 4
export LEC_CHECK = 1
export CORE_AREA = 10 10 81 81
export DIE_AREA = 0 0 91 91
### ./constraint.sdc
current_design PISO11

set clk_period 1.1
set clk_io_pct 0.2

create_clock -name clk0 -period $clk_period [get_ports {clk}]

set non_clock_inputs [all_inputs -no_clocks]
set_input_delay [expr $clk_period * $clk_io_pct] -clock clk0 $non_clock_inputs
set_output_delay [expr $clk_period * $clk_io_pct] -clock clk0 [all_outputs]
### ./design.v
`timescale 1ns / 1ps
 module PISO11(clk,reset,shift,ld,Din,SDI,SDO,Data);
	input clk, reset, shift, ld, SDI;
	input [10:0] Din;
	output wire SDO;
	output reg [10:0] Data;
	always @(posedge clk, negedge reset)
		if (!reset)
			Data <= 10'b1111111111;
		else if(ld)
			Data <= Din;
		else if(shift)
			Data <= {SDI,Data[10:1]};
		else 
			Data <= Data;
	assign SDO = Data[0];
endmodule
==> impl_metrics.toml <==
# physical design summary
[route]
drc = 0
wl_per_cell_um = 10.24
dr.pass1.iters = 4
met2WireLength_um = 641
vias = 511
top_layer_used = "met3"
drtIter0Drc = 47
wirelength_um = 1628
diodes = 0
drt-met1-wl_um = 852
via_per_inst = 3.214
ant_nets = 0
met3_length_um = 134

[power_and_ir_drop]
leakagePower_nw = 0.4542
powerDensity_nw_per_um2 = 1201
vdd_drop_max_uv = 699.4
p_total_mw = 1.193

[yosys]
yosysUniqueCellTypes = 10
synth_area_um2 = 523.0
yosysTopAreaCellShare = 0.5024
simple_gate_share = 0.07895
ys_cells = 48
ys_seq_frac = 0.5502
xor_share = 0
synthAoiAreaFrac = 0.1053
ys_seq_elements = 11
topCellsByArea = "dfstp_2 50%, mux2i_1 21%, o21ai_1 9.6%, nand2_1 7.9%, dfrtp_1 4.8%"
top_area_cell = "dfstp_2"
syn_avg_cell_area_um2 = 10.90
muxShareOfSynthArea = 0.2105
ys_area_um2 = 523.0
top_logic_kind = "multiplexers"
syn_inst = 48
ys_sh_adder = 0
ys_warn_count = 1

[final_timing]
slew_violations = 0
finalSetupViolCount = 0
rsz0062_at_grt = "yes"
relSlewSlack = 0.9044
tightest_slew_ns = 0.1395
final.period_utilization = 0.9945
fmax_mhz = 914.1
finalCriticalPeriod_ns = 1.094
setup_ws_ns = 0.006035
finalClockSkew_ns = 0.003180
hold_viol_final = 0

[die]
rows = 25
coreArea_um2 = 4817
ios = 28
chip_area_um2 = 8281
fp-utilization = 0.1086
fp.dieH_um = 91
die_w_um = 91

[grt]
first_global_vias = 571
antenna_found_initial = 0
grt_max_degree = 18
grt_use_total = 0.04053
overflow = 0
grt_pass1_wl_um = 2815

[worst_hold_path]
hold_path_class = "input port to async pin"

[status]
status = "finished, final reports clean"

[critical_path]
crit_fanout = 3
cpLargestDelayFamily = "flip-flops"
worst_path_largest_cell_delay_ns = 0.54
rr_startpoint = "Data[2]"
end_kind = "primary output"
path_cells = "buf_2"
critPathRequiredTime_ns = 0.88
r2r_end = "Data[1]"
slowest_stage = "dfstp_2"
worstRegToRegCells = 4
ff2ff_setup_slack_ns = 0.13
arrival_ns = 0.87
crit_buf_inv = 1
crit_type = "flip-flop to primary output"
critPathLaunchType = "flip-flop"

[run]
cap_violations = 0
warnings = 26

[placement]
port_buffers = 27
pre_cts_ws_ns = -0.1754
gp_congestion = 0.7320

[finish]
utilization = 0.2062
drive_gt1_frac = 0.4457
area_growth_pct = 89.95
nFillCells = 536
max_flop_register = "Data"
top_regs = "Data: 11 flops"
largest_reg_flops = 11

[clock_network]
clk_pin_slew_worst_paths_ns = 0.05
clockBufferDepth = 2
cts-root-buf = "clkbuf_8"
h-tree-depth = 1
postCtsHoldBufs = 0
numClockSinks = 11
numCtsBuffers = 3
clock_latency_ns = 0.24
cts_tree = "yes"
through the flow:
stage / std cells / setup TNS (ns) / hold slack, ns / area (um^2)
2_1_floorplan: 48 / 0 / -0.07559 / 523.0
3_3_place_gp: 152 / -2.756 / 0.5277 / 978.4
3_5_place_dp: 152 / -2.956 / 0.5319 / 978.4
4_1_cts: 158 / 0 / 0.2798 / 983.4
5_1_grt: 159 / -0.1007 / 0.2895 / 993.5
6_report: 159 / 0 / 0.2802 / 993.5
power by group:
group / internal (mW) / total (mW) / switching, mW
Clock: 0.254 / 0.405 / 0.151
Sequential: 0.475 / 0.498 / 0.0226
Combinational: 0.191 / 0.290 / 0.0988
worst register-to-register path: stages (launching register included):
cell and delay (ns):
dfstp_2 0.52, buf_4 0.09, buf_4 0.10, mux2i_1 0.06
o21ai_1 0.13
placed cells by master, fill, tap and decap left out, drive strengths merged:
cell	n
buf	28
clkdlybuf4s50	14
mux2i	11
nand2	11
o21ai	11
dfstp	10
clkbuf	4
dfrtp	1
dlymetal6s2s	1
clkdlybuf4s15	1
logic make-up (layout without fill, tap and decap cells):
kind of cell | count (synthesis) | in the layout
AND/OR/NAND/NOR | 11 | 11
buffers and inverters | 4 | 48
flip-flops | 11 | 11
multiplexers | 11 | 11
AND-OR/OR-AND | 11 | 11
routing by layer:
layer / up-vias / GRT usage
li1: 252 / -
met1: 238 / 0.05951
met2: 21 / 0.05549
met3: 0 / 0.01909
met4: 0 / 0.001305
met5: - / 0
timing repair:
action                     CTS  global route
gates resized               36             1
setup endpoints to repair   12             7
setup buffers                2             1
cells in the mapped netlist:
master and number:
mux2i_1 11, nand2_1 11, dfstp_2 10, o21ai_1 10, buf_2 1, buf_4 1
buf_6 1, clkbuf_2 1, dfrtp_1 1, o21ai_0 1
final cells by class:
type / instances / area, um^2 / area share
tap: 67 / 83.83 / 0.08438
multi-input combinational: 33 / 206.4 / 0.2078
timing repair buffer: 44 / 370.4 / 0.3728
clock buffer: 4 / 45.04 / 0.04534
sequential: 11 / 287.8 / 0.2897
how the worst max path moves through the flow:
| stage | end | depth (start not counted) | startpoint | slack [ns] |
|---|---|---|---|---|
| after CTS | SDO | 1 | Data[0] | 0.003 |
| after global routing | SDO | 1 | Data[0] | -0.05 |
| final | SDO | 1 | Data[0] | 0.006 |
Power is estimated from default activity; no workload was simulated.
