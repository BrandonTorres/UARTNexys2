**design/flow/run.sh**
```bash
#!/bin/bash
# OpenROAD 26Q1-2900-gdf79404cd8, Yosys 0.63+post, stock flow scripts
make -C /OpenROAD-flow-scripts/flow DESIGN_CONFIG=/design/flow/config.mk WORK_HOME=/design/flow/orfs finish
```
**design/flow/config.mk**
```make
export PLATFORM = sky130hd
export DESIGN_NAME = Baud_Decoder
export DESIGN_NICKNAME = Baud_Decoder
export VERILOG_FILES = /design/flow/design.v
export SDC_FILE = /design/flow/constraint.sdc
export NUM_CORES = 4
export LEC_CHECK = 1
export CORE_AREA = 10 10 70 70
export DIE_AREA = 0 0 80 80
export SYNTH_HDL_FRONTEND = slang
```
**design/flow/constraint.sdc**
```tcl
current_design Baud_Decoder

set clk_period 1.1
set clk_io_pct 0.2

create_clock -name clk0 -period $clk_period [get_ports {clk}]

set non_clock_inputs [all_inputs -no_clocks]
set_input_delay [expr $clk_period * $clk_io_pct] -clock clk0 $non_clock_inputs
set_output_delay [expr $clk_period * $clk_io_pct] -clock clk0 [all_outputs]
```
**design/flow/design.v**
```verilog
`timescale 1ns / 1ps
module Baud_Counter(clk,reset,Start,Baud_Val,BTU);
	 input clk,reset,Start;
	 input [3:0] Baud_Val;
	 output wire BTU;
	 reg [17:0] count_val;
	 reg [17:0] q_reg;
	 wire[17:0] q_next;
	 always @(posedge clk, negedge reset)
		if(!reset)begin
			q_reg<=0;
			 case(Baud_Val)
				4'b0000: count_val<=166666;  
				4'b0001: count_val<=83332;   
				4'b0010: count_val<=41666;   
				4'b0011: count_val<=20832;   
				4'b0100: count_val<=10416;   
				4'b0101: count_val<=5207;    
				4'b0110: count_val<=2603;    
				4'b0111: count_val<=1760;    
				4'b1000: count_val<=867;     
				4'b1001: count_val<=433;     
				4'b1010: count_val<=216;     
				4'b1011: count_val<=108;     
				4'b1100: count_val<=53;      
				default: count_val<=166666;  
			endcase
		end
		else if(BTU)
			q_reg<=0;
		else if(Start)
			q_reg<=q_next;
		else
			q_reg<=0;
	assign q_next=q_reg+1;
	assign BTU= (q_reg==count_val) ? 1'b1 : 1'b0;
endmodule
`timescale 1ns / 1ps
module Baud_Decoder(clk,reset,Start,Done,Baud_Val,BTU);
	input clk,reset,Start;
	input[3:0] Baud_Val;
	output wire Done,BTU;
	Baud_Counter bc(.clk(clk),.reset(reset),.Start(Start),.Baud_Val(Baud_Val),
						 .BTU(BTU));
	Bit_Counter bitc(.clk(clk),.reset(reset),.BTU(BTU),.Done(Done));
endmodule
`timescale 1ns / 1ps
module Bit_Counter(clk,reset,BTU,Done);
	input clk,reset,BTU;
	output wire Done;
	reg [3:0] q_reg;
	always @(posedge clk, negedge reset)
		if(!reset)
			q_reg<=4'b0;
		else if(BTU)
			q_reg<=q_reg+1;
		else if(q_reg==11)
			q_reg<=4'b0;
		else
			q_reg<=q_reg;
	assign Done=(q_reg==11) ? 1'b1 : 1'b0;	
endmodule
```
==> job_summary.md <==
### Flow metrics

| Metric | Value |
|---|---|
| Final Cell Area | `300.3 um^2` |
| HPWL after DPL | `240.9 um` |
| Final cell count without fillers | `70` |
| R2r endpoint | `bitc.q_reg[2]` |
| Main area contributors | `dfrtp_1, ha_1, xnor2_1, xor2_1, buf_4` |
| Crit path to | `Done` |
| Pwr/cell area | `1111 nW/um^2` |
| Failing checks | `negative setup slack` |
| P_sw | `60.48 uW` |
| Fin crit share | `1.113` |
| Leading area contributor after synthesis | `dfrtp_1` |
| Worst setup SP type | `register` |
| Root buf cell | `clkbuf_4` |
| Critical Path, Cell by Cell | `ha_2, nand2_1, nor2_1, buf_2` |
| Core Util, Final | `0.08791` |
| Die H | `80 um` |
| Largest net degree at the start of global routing | `5` |
| Worst Setup SP | `bitc.q_reg[0]` |
| Outcome | `finished, violations left` |
| Fillers | `402` |
| Placer Congestion | `0.6608` |
| Fp_density | `0.04615` |
| P_leak | `0.1463 nW` |
| OpenROAD warning count | `32` |
| Maximum root-to-sink buffer count | `2` |
| Routed len/inst | `5.271 um` |
| Total detailed-routing wirelength | `369 um` |
| Worst path max stage delay | `0.38 ns` |
| Internal | `273.0 uW` |
| Worst vdd ir | `0.1632 mV` |
| Die width | `80 um` |
| Max cap viols | `0` |
| Worst Reg2Reg Path Length in Cells | `4` |
| Latency at later pin | `0.23 ns` |
| Logic pwr share | `0.018` |
| Arrival time worst endpoint | `1.00 ns` |
| # H-tree levels | `1` |
| CP Capture Type | `output pin` |
| Largest register FFs | `4` |
| Ys cells | `13` |
| Antenna violations before repair | `0` |
| # diodes | `0` |
| Final worst path period need | `1.225 ns` |
| Setup Skew | `0.002812 ns` |
| # clock sinks | `4` |
| Chip area | `6400 um^2` |
| Hold buffers post-CTS | `0` |
| Overflow after GRT | `0` |
| Vias per cell | `1.671` |
| Final hold slack | `0.1852 ns` |
| DRC errors left | `0` |
| Final setup margin | `-0.1245 ns` |
| Worst R2R Start | `bitc.q_reg[0]` |
| Core region area | `3416 um^2` |
| RSZ-0062 raised after global routing | `true` |
| Via count | `117` |
| Cell count after synthesis | `13` |
| Vias in the first global route | `150` |
| First-pass GRT wire length | `593 um` |
| Most numerous logic cell after layout | `buf_4` |
| Initial DRC count | `0` |
| Fin. max-slew vios | `0` |
| Io pins | `9` |
| IO buf count | `2` |
| Yosys warnings | `18` |
| Cell Area, Synth | `157.7 um^2` |
| Max Fanout on Critical Path | `2` |
| Min-delay worst type | `input pin to asynchronous set/reset pin` |
| Clock power share | `0.539` |
| Dpl cells | `64` |
| CTS Buf Count | `3` |
| Endpoints failing hold | `0` |
| Fmax | `816.6 MHz` |
| CP max-delay cell | `dfrtp_1` |
| Count of final setup violators | `1` |
| Clock Pin Slew Worst Setup and Hold Paths | `0.04 ns` |
| Count of cell types in the netlist | `10` |
| Sequential area share after synthesis | `0.6349` |
| Drt pass-1 iters | `1` |
| R2R Setup Slk | `0.03 ns` |
| Total track usage | `0.01368` |
| Share of cells above drive strength 1 | `0.5000` |
| CP Class | `register to output pin` |
| Flops after synth | `4` |
| Mean post-synth cell area | `12.13 um^2` |
| TritonCTS clock tree | `built` |
| Yosys Chip Area | `157.7 um^2` |
| Most common logic cells in the final layout | `buf_4, dfrtp_1, clkbuf_4` |
| Switching share of power | `0.1813` |
| Sequential power share | `0.444` |
| Synth top area share | `0.6349` |
| ANT nets after route | `0` |
| DP Area | `257.7 um^2` |
| Core Rows | `21` |
| Required time worst endpoint | `0.88 ns` |
| Area grow syn2layout | `90.48%` |
==> repair_timing <==
item / CTS / global route
setup buffers: 2 / 1
setup endpoints to repair: 1 / 1
gates cloned: 0 / 0
pin swaps: 3 / 2
gates resized: 4 / 0
==> per-layer routing <==
layer  vias up  GRT usage  routed length (um)
met5         -          0                   0
met4         0   0.001761                   0
met2         6    0.01525                 123
li1         60          -                   -
met3         0    0.02614                  79
met1        51    0.01068                 166
==> worst max-delay path, delay by kind of cell, from the launching register on <==
kind	cells	cell delay (ns)
flip-flops	1	0.38
adder cells (fa/ha/maj)	1	0.20
buffers and inverters	1	0.10
AND/OR/NAND/NOR	2	0.09
==> cells by family after synthesis <==
group | count (synthesis) | share of synthesized area
fa+ha+maj | 1 | 0.07935
xor+xnor | 2 | 0.1111
flops | 4 | 0.6349
buf+inv | 2 | 0.07142
simple gates | 3 | 0.07929
other cells | 1 | 0.02379
==> how the worst min path moves through the flow <==
stage	cells past startpoint	start	slack (ns)	endpoint
after CTS	1	reset	0.18	bitc.q_reg[2]
final	1	reset	0.19	bitc.q_reg[2]
after global routing	1	reset	0.19	bitc.q_reg[1]
==> cells in the mapped netlist (all sizes together) <==
cell and number:
nand2 1, xor2 1, nor2 1, nand3 1
ha 1, xnor2 1, inv 1, buf 1
dfrtp 4, conb 1
==> power groups by stage <==
stage	Clock, mW	Combinational [mW]	Sequential [mW]
after CTS	0.188	0.00618	0.148
after global routing	0.206	0.00686	0.148
final	0.180	0.00587	0.148
==> area by class of cell <==
type | instances | area, um^2 | area share
multi-input combinational | 7 | 48.80 | 0.1625
inverter | 1 | 3.754 | 0.01250
tap | 46 | 57.56 | 0.1917
sequential | 4 | 100.1 | 0.3333
clock buffer | 3 | 22.52 | 0.07500
timing repair buffer | 9 | 67.56 | 0.2250
==> per-stage QoR <==
step | worst slack (ns) | setup TNS, ns | power (mW)
2_1_floorplan | 0.2128 | 0 | 0.1524
3_3_place_gp | -0.2055 | -0.2055 | 0.1559
3_5_place_dp | -0.2288 | -0.2288 | 0.1560
4_1_cts | -0.1134 | -0.1134 | 0.3422
5_1_grt | -0.1972 | -0.2048 | 0.3611
6_report | -0.1245 | -0.1245 | 0.3335
Power figures rest on the tool's default switching activity, not on a simulated workload.
