<file path="/design/flow/design.v">
`timescale 1ns / 1ps
module dec8to255(in,en,out);
	input [7:0] in;
	input       en;
	output wire [255:0] out;
	assign out = (en)?(1<< in):255'b0;
endmodule
</file>
<file path="/design/flow/run.sh">
#!/bin/bash
# OpenROAD 26Q1-2900-gdf79404cd8, Yosys 0.63+post, stock flow scripts
make -C /OpenROAD-flow-scripts/flow DESIGN_CONFIG=/design/flow/config.mk WORK_HOME=/design/flow/orfs finish
</file>
<file path="/design/flow/config.mk">
export PLATFORM = sky130hd
export DESIGN_NAME = dec8to255
export DESIGN_NICKNAME = dec8to255
export VERILOG_FILES = /design/flow/design.v
export SDC_FILE = /design/flow/constraint.sdc
export NUM_CORES = 4
export LEC_CHECK = 1
export CORE_AREA = 10 10 129 129
export DIE_AREA = 0 0 139 139
</file>
<file path="/design/flow/constraint.sdc">
current_design dec8to255

set clk_period 3.7
set clk_io_pct 0.2

create_clock -name clk0 -period $clk_period

set non_clock_inputs [all_inputs -no_clocks]
set_input_delay [expr $clk_period * $clk_io_pct] -clock clk0 $non_clock_inputs
set_output_delay [expr $clk_period * $clk_io_pct] -clock clk0 [all_outputs]
</file>
==> ci_impl_report.md <==
### Metrics collected by this job

| Metric | Value |
|---|---|
| Library cell contributing the largest single delay on the critical path | `or3b_2` |
| Count of buffers from port buffering | `approximately 270` |
| Delay contributed by the slowest stage of the critical path | `about 0.65 ns` |
| Final weighted congestion in routability-driven placement | `about 0.78` |
| Cell-by-cell listing of the critical path | `clkdlybuf4s50_1 -> or3b_2 -> nor3_1 -> clkdlybuf4s50_1` |
| Number of warning messages in the logs | `32` |
| Area fraction in and, or, nand and nor cells after synthesis | `82.03%` |
| Number of hold violations in the final report | `0` |
| I/O Pins | `about 270` |
| Maximum ir drop on the vdd rail | `~0.019 mV` |
| Count of placed standard cells including taps | `between 700 and 800` |
| Chip Area, Yosys | `2006 sq um` |
| Aoi/oai-family share of the synthesized area | `0%` |
| Final cell count without fillers | `just under 800` |
| Transition time of the tightest slew-check pin | `between 0.6 and 0.7 ns` |
| Drt first pass iters | `4` |
| Element type at the critical path start | `input pin` |
| Clock tree buffer count of the final layout | `0` |
| Post-synthesis cell type with the largest combined area | `nor3_1` |
| Vias in the first global route | `3589` |
| Synth-to-Final Area Change | `140.7%` |
| Number of standard cells after synthesis | `382` |
| Run status | `finished clean` |
| Worst path setup slack after routing | `~0.12 ns` |
| Max FO, Critical Path | `16` |
| Number of standard cells reported by yosys | `382` |
| Slew HR | `between 50 and 60%` |
| Via density | `roughly 4.8` |
| Seq. cell area | `0 sq um` |
| Leading cell type in the layout, fill and taps excluded | `clkdlybuf4s50_1` |
| Total leakage power | `1.203 nW` |
| Startpoint of the most critical hold path | `in[7]` |
| Main kind of combinational logic by area | `simple AND/OR/NAND/NOR gates` |
| Setup Slack @ Placement | `0.05974 ns` |
| Dominant logic cell types in the final layout | `clkdlybuf4s50_1 (265), nor3_1 (246), buf_4 (35)` |
| Cell area after layout | `~4800 sq um` |
| Fa+ha+maj area frac | `0%` |
| Average size of a mapped cell | `about 5.3 sq um` |
| Overflow left after global routing | `0` |
| Switching power | `between 100 and 150 uW` |
| Die Footprint | `just under 20000 sq um` |
| Cell family with the largest share of critical-path delay | `buffers and inverters` |
| Share of cells above drive strength 1 | `9.030%` |
| Synth cell types | `20` |
| Mux cell area share after synthesis | `0%` |
| Setup_tns | `0 ns` |
| Synth top area share | `approximately three fifths` |
| Sequential cells | `0` |
| Final worst-path cycle share | `96.89%` |
| Initial cell density of the core | `14.45%` |
| DIE WIDTH | `139 um` |
| Worst hold-check slack | `about 2.8 ns` |
| Data arrival at the endpoint of the critical path | `2.84 ns` |
| Max-cap check violation count | `0` |
| Seq share, synth | `0%` |
| Power density of the placed cells | `~38 nW/um^2` |
| Clock network power share | `0%` |
| Setup Fix Bufs, Post-CTS | `0` |
| Worst Path Class, Setup | `input pin to output pin` |
| Minimum clock period | `around 3.6 ns` |
| Global-route wire length before repair | `roughly 23000 um` |
| Area contributors post-synth | `nor3_1 (61%), clkbuf_1 (12%), nor3_2 (5.0%), nand4bb_1 (3.4%), buf_2 (2.2%)` |
| Count of vias placed by the detailed router | `about 3700` |
| Power share of the sequential group | `0%` |
| Pin count of the biggest net entering global routing | `33` |
| CP endpoint kind | `output pin` |
| Worst setup path start | `en` |
| Kind of path behind the tightest hold check | `input pin to output pin` |
| Remaining routing DRC violations | `0` |
| Gr usage total | `between 10 and 15%` |
| Area of the mapped netlist | `roughly 2000 sq um` |
| Rows | `43` |
| Antenna violations before repair | `0` |
| Area post-placement | `just under 5000 sq um` |
| Cell internal power dissipation | `54.79 uW` |
| Combinational power share | `~100%` |
| Final Max-Slew Violation Tally | `0` |
| Number of endpoints failing setup at the final stage | `0` |
| Ant. Diodes | `0` |
| Yosys warning count | `0` |
| Total wire length | `between 10000 and 15000 um` |
| Count of antenna-violating nets left after detailed routing | `0` |
| Worst Path Buf+Inv | `2` |
| Setup repair after global routing missed its margin | `no` |
| Number of fillers in the final layout | `about 1500` |
| Fmax achieved | `278.9 MHz` |
| Die boundary height | `around 140 um` |
| Dpl hpwl | `11440 um` |
| Core area | `around 14000 sq um` |
| Most Frequent Cell on Critical Path | `clkdlybuf4s50_1` |
| Switching Fraction | `70.13%` |
| Required arrival time at the worst endpoint | `roughly 3.0 ns` |
| Average wire length per cell after detail routing | `about 19 um` |
| First DRT Iteration DRCs | `roughly 180` |
| XOR-XNOR Cells, Area Fraction | `0%` |
[layout make-up]
cell class                      instances  area (sq um)  area share, %
Timing Repair Buffer                  302          2955          61.21
Multi-Input combinational cell        296          1648          34.13
Tap cell                              180         225.2          4.664
[per-stage QoR]
step	utilization (%)	power, mW
6_report	34.78	0.1834
3_5_place_dp	34.77	0.1838
4_1_cts	34.77	0.1843
5_1_grt	34.78	0.1997
3_3_place_gp	34.77	0.1813
2_1_floorplan	-	0.1141
[synth_stat cells (4+ instances only)]
master,instances
buf_1,9
nand3b_1,6
buf_2,9
nand2b_1,6
nor3_2,10
nand4bb_1,6
nand4b_1,4
clkbuf_1,64
nor3_1,246
[power groups by stage]
stage         logic, mW  registers [mW]  clock network, mW
CTS               0.184               0                  0
finish            0.183               0                  0
global route      0.200               0                  0
[kinds of logic after synthesis]
family / count (synthesis)
simple gates: 296
buf+inv: 86
[metal layers]
metal	share of wire [%]	GRT usage [%]
met1	43	18.47
met4	0.020	0.05491
met3	15	6.701
met2	42	21.41
met5	0	0
[repair_timing]
item,4_1_cts,5_1_grt
setup endpoints to repair,0,1
hold buffers,0,0
resized,0,1
[path summary, 6_finish.rpt]
check,to,cells after the start
min,out[175],5
max,out[74],4
Power and IR drop assume default switching activity.
